==> flow/design.v <==
module mux_wd(
    input wire [3:0] DataSrc, 
    input wire [31:0] Data_0,  
    input wire [31:0] Data_1,  
    input wire [31:0] Data_2,  
    input wire [31:0] Data_3,  
    input wire [31:0] Data_5,  
    input wire [31:0] Data_6,  
    input wire [31:0] Data_7,  
    input wire [31:0] Data_8,  
    output wire [31:0] Data_out
);
    wire [31:0] out1, out2, out3, out4, out5, out6, out7;
    parameter spAddr = 32'd227;
    assign out1 = (DataSrc[0]) ? Data_1 : Data_0;
    assign out2 = (DataSrc[0]) ? Data_3 : Data_2;
    assign out3 = (DataSrc[0]) ? Data_5 : spAddr;
    assign out4 = (DataSrc[0]) ? Data_7 : Data_6;
    assign out5 = (DataSrc[1]) ? out2 : out1;
    assign out6 = (DataSrc[1]) ? out4 : out3;
    assign out7 = (DataSrc[2]) ? out6 : out5;
    assign Data_out = (DataSrc[3]) ? Data_8 : out7;
endmodule
==> flow/run.sh <==
#!/bin/bash
# OpenROAD 26Q1-2900-gdf79404cd8, Yosys 0.63+post, stock flow scripts
make -C /OpenROAD-flow-scripts/flow DESIGN_CONFIG=/design/flow/config.mk WORK_HOME=/design/flow/orfs finish
==> flow/config.mk <==
export PLATFORM = sky130hd
export DESIGN_NAME = mux_wd
export DESIGN_NICKNAME = mux_wd
export VERILOG_FILES = /design/flow/design.v
export SDC_FILE = /design/flow/constraint.sdc
export NUM_CORES = 4
export LEC_CHECK = 1
export CORE_AREA = 10 10 120 120
export DIE_AREA = 0 0 130 130
==> flow/constraint.sdc <==
current_design mux_wd

set clk_period 3.4
set clk_io_pct 0.2

create_clock -name clk0 -period $clk_period

set non_clock_inputs [all_inputs -no_clocks]
set_input_delay [expr $clk_period * $clk_io_pct] -clock clk0 $non_clock_inputs
set_output_delay [expr $clk_period * $clk_io_pct] -clock clk0 [all_outputs]
==> ci_impl_report.md <==
### Yosys + OpenROAD results

| Metric | Value |
|---|---|
| GRT busiest layer | `met2` |
| Min-delay worst type | `in -> out` |
| Top cells excl fill/tap | `289 x clkdlybuf4s50_1, 59 x mux2i_1, 32 x nand2_1, 32 x a221o_1, 27 x a21oi_1` |
| # setup viols final | `0` |
| Syn Area/Cell | `8.163 um^2` |
| Most frequent logic cell in the layout | `clkdlybuf4s50_1` |
| Vias in the first global route | `3655` |
| GR Layer Usage met1 | `0.1849` |
| Synth cell types | `21` |
| Drt initial violations | `149` |
| GRT overflow | `0` |
| Die width | `around 130 um` |
| Area Overhead vs Synth | `139.8%` |
| Post-cts resize count | `0` |
| CP required | `2.72 ns` |
| Worst VDD drop | `0.04885 mV` |
| Total tool warning count | `32` |
| Crit path max fanout | `16` |
| Top cells by area, synth | `mux2i_1 27%, a221o_1 15%, mux2_1 11%, a221oi_1 9.6%, a21oi_1 6.2%` |
| DRC viols | `0` |
| First-pass GRT wire length | `20810 um` |
| FF+latch area | `0 um^2` |
| Antenna cell count | `0` |
| Final ANT Viol Nets | `0` |
| Hold_buf cts | `0` |
| Final Routed Wirelength | `14260 um` |
| Crit path time final | `roughly 3.2 ns` |
| Core ar. | `11910 um^2` |
| GPL Wtd Cong | `between 0.8 and 0.9` |
| GRT Total Usage | `0.1567` |
| DR WL/cell | `20.64 um` |
| Antenna violations before repair | `0` |
| Hold path start | `DataSrc[0]` |
| Core Util at FP | `0.1843` |
| Critical path data arrival time | `2.48 ns` |
| Port bufs | `292` |
| Worst hold stages | `4` |
| Total Power | `~0.65 mW` |
| PwrDens | `122.7 nW/um^2` |
| Flop count | `0` |
| Crit path launch type | `primary input` |
| # Post-CTS Setup Buffers | `0` |
| Via Count | `roughly 3300` |
| RSZ-0062 raised after global routing | `no` |
| Max-slew violation count | `0` |
| Synth Seq Share | `0` |
| IO Pins | `292` |
| Worst Hold Path EP | `Data_out[1]` |
| CP Capture Type | `output port` |
| Status | `finished clean` |
| Synth Cell Area | `roughly 2200 um^2` |
| Post-synth top area cell | `mux2i_1` |
| Fin. Hold Viols | `0` |
| Kind of critical path | `in -> out` |
| GRT met3 Usage | `0.05556` |
| Vias per std cell | `between 4 and 5` |
| Yosys chip area | `2196 um^2` |
| First-pass iteration count of the detailed router | `5` |
| Worst slew pin tran | `0.3613 ns` |
| Pin count of the biggest net entering global routing | `~65` |
| Post-DP HPWL | `12500 um` |
| Slew headroom | `0.7586` |
| Count of maximum capacitance violations | `0` |
| Final period utilization | `0.9301` |
| Yosys warns | `0` |
| Share of layout cells above drive strength 1 | `0.07904` |
| DIE AREA | `16900 um^2` |
| Cells in synth_stat.txt | `269` |
| Lkg Pwr | `about 2.1 nW` |
| Area leader share | `0.2689` |
| Clock buf count | `0` |
| Row count | `40` |
| Met2 usage | `0.2815` |
| Sum of negative setup slack | `0 ns` |
| Die H | `130 um` |
| Fmax | `0.3162 GHz` |
| Mapped Cells | `269` |
## worst max-delay path: stages
cell and delay [ns]:
clkdlybuf4s50_1 0.53, nor2b_2 0.06, buf_4 0.20, a221o_1 0.33, a21oi_1 0.17, clkdlybuf4s50_1 0.51
## cells by family after synthesis
family                 after synthesis  synth area share
AND-OR/OR-AND                       96            0.3578
buffers and inverters               41            0.1134
AND/OR/NAND/NOR                     36           0.06496
multiplexers                        96            0.4638
## synthesized netlist by cell type (all sizes together), types with 2 or more instances
cell     n
mux2i   59
a221oi  27
mux2    37
a21oi   27
o211ai   5
nand2   32
clkbuf  17
buf     19
inv      5
a221o   32
a22oi    5
nor2b    2
## worst max path at each step
| stage | start | slack (ns) | depth (start not counted) | to |
|---|---|---|---|---|
| final | DataSrc[2] | 0.24 | 6 | Data_out[20] |
| after global routing | DataSrc[2] | 0.11 | 6 | Data_out[27] |
| after CTS | DataSrc[2] | 0.21 | 6 | Data_out[25] |
## layer usage
metal | share of wire | vias to the layer above
met5 | 0 | -
met2 | 0.50 | 182
met1 | 0.39 | 1498
met4 | 0.0039 | 0
met3 | 0.11 | 4
li1 | - | 1644
## power by group
| group | internal, mW | switching (mW) | leakage [nW] |
|---|---|---|---|
| Clock | 0 | 0 | 0 |
| Combinational | 0.452 | 0.194 | 2.08 |
| Sequential | 0 | 0 | 0 |
## cell type report
| cell class | count | area, um^2 |
|---|---|---|
| fill | 1169 | 6646 |
| inverter | 5 | 18.77 |
| multi-input combinational | 228 | 1959 |
| tap | 147 | 183.9 |
| timing repair buffer | 311 | 3103 |
## per-stage QoR
| stage | hold slack, ns | cell area (um^2) | util | setup WS (ns) | instances |
|---|---|---|---|---|---|
| 6_report | 2.226 | 5265 | 0.4420 | 0.2376 | 691 |
| 5_1_grt | 2.250 | 5265 | 0.4420 | 0.1145 | 691 |
| 4_1_cts | 2.236 | 5265 | 0.4420 | 0.2052 | 691 |
| 3_5_place_dp | 2.230 | 5265 | 0.4420 | 0.2106 | 691 |
| 3_3_place_gp | 2.240 | 5265 | 0.4420 | 0.2286 | 691 |
| 2_1_floorplan | 1.428 | 2196 | - | 1.106 | 269 |
Power is estimated from default activity; no workload was simulated.
