===== design/flow/config.mk =====
export PLATFORM = sky130hd
export DESIGN_NAME = mux_IorD
export DESIGN_NICKNAME = mux_IorD
export VERILOG_FILES = /design/flow/design.v
export SDC_FILE = /design/flow/constraint.sdc
export NUM_CORES = 4
export LEC_CHECK = 1
export CORE_AREA = 10 10 103 103
export DIE_AREA = 0 0 113 113

===== design/flow/constraint.sdc =====
current_design mux_IorD

set clk_period 2.4
set clk_io_pct 0.2

create_clock -name clk0 -period $clk_period

set non_clock_inputs [all_inputs -no_clocks]
set_input_delay [expr $clk_period * $clk_io_pct] -clock clk0 $non_clock_inputs
set_output_delay [expr $clk_period * $clk_io_pct] -clock clk0 [all_outputs]

===== design/flow/design.v =====
module mux_IorD (
    input wire  [2:0] selector,          
    input wire  [31:0] Data_0,       
    input wire  [31:0] Data_1,       
    input wire  [31:0] Data_2,       
    input wire  [31:0] Data_3,       
    input wire  [31:0] Data_4,       
    input wire  [31:0] Data_5,       
    output wire [31:0] Data_out      
);
    wire [31:0] out1, out2, out3, out4;
    assign out1 = (selector[0]) ? Data_1 : Data_0;
    assign out2 = (selector[0]) ? Data_3 : Data_2;
    assign out3 = (selector[1]) ? out2 : out1;
    assign out4 = (selector[1]) ? Data_5 : Data_4;
    assign Data_out = (selector[2]) ? out4 : out3;
endmodule

===== design/flow/run.sh =====
#!/bin/bash
# OpenROAD 26Q1-2900-gdf79404cd8, Yosys 0.63+post, stock flow scripts
make -C /OpenROAD-flow-scripts/flow DESIGN_CONFIG=/design/flow/config.mk WORK_HOME=/design/flow/orfs finish

==> flow_metrics.tcl <==
# implementation run metrics
set metrics [dict create \
    worstPathMaxFanout 16 \
    postPlaceCellArea_um2 4010 \
    drtPass1Iterations 4 \
    vias_per_cell 4.49 \
    worstPathBufferInverterCount 3 \
    synth_cell_types 12 \
    yosys-top-cells-count "mux2i_1 (96), a22o_1 (32), a21oi_1 (24)" \
    chipHeight_um 113 \
    leakage_nw 1.80 \
    hold_viol 0 \
    fin_hold_ws_ns 1.54 \
    clock_buffer_count 0 \
    critical_path.max_stage_delay_ns 0.51 \
    yosys_warnings 0 \
    fp_util 0.193 \
    drive_above_1_share 0.0743 \
    rows 33 \
    fin_ws_ns 0.0678 \
    syn_area_um2 1610 \
    design.seq.count 0 \
    min_from "selector[2]" \
    antenna_found_initial 0 \
    port_buffers 227 \
    top_cell "mux2i_1" \
    ys_seq_share 0 \
    status "completed" \
    wl_per_cell_um 19.5 \
    die_area_um2 12800 \
    grt_pass1_wl_um 14200 \
    fin_util 0.498 \
    synthToLayoutAreaGrowth_pct 158 \
    synthTopCellsByArea "mux2i_1 (60%), a22o_1 (17%), a21oi_1 (7.5%)" \
    grt_max_degree 39 \
    final_max_slew_viol_count 0 \
    setup_tns_ns 0 \
    drcViolationCount 0 \
    fin_crit_ns 2.33 \
    worstMarginPinSlew_ns 0.291 \
    maxCapViolations 0 \
    critPathLaunchType "primary input" \
    crit_family "buffers and inverters" \
    ys_cells 184 \
    gr-total-overflow 0 \
    period_used_share 0.972 \
    maxSlewHeadroom 0.801 \
    top_cell_area_share 0.599 \
    cts_hold_buf 0 \
    core-area_um2 8300 \
    synthCells 184 \
    grt_pass1_vias 2466 \
    ir_worst_vdd_mv 0.0726 \
    io-pin-count 227 \
    fin_area_um2 4130 \
    arrival_ns 1.85 \
    warnings 32 \
    die_x_um 113 \
    crit_chain "dlygate4sd2_1, nor2b_4, buf_12, a22o_1, a21oi_1, clkdlybuf4s50_1" \
    antenna-diode-count 0 \
    fin_cells 509 \
    dp_cells 506 \
    ant_nets 0 \
    rsz0062_at_grt "no" \
    crit_slowest_cell "clkdlybuf4s50_1" \
    min_path_type "in2out" \
    place_hpwl_um 8500 \
    seq_area_um2 0 \
    crit_required_ns 1.92 \
    timing.fmax_mhz 429 \
    dp_slack_ns -0.232 \
    route.vias.total 2284 \
    powerDensity_nw_per_um2 178 \
    setup_viol 0 \
    critPathLaunch "selector[0]" \
    gp_congestion 0.847 \
    post_cts_buffers 0 \
    track_usage 0.137 \
    avgSynthCellArea_um2 8.72 \
    ys_area_um2 1610 \
    synth_area_leader_cell "mux2i_1" \
    drt-initial-drc-count 73 \
    path_class "in2out" \
    critPathCaptureType "output port" \
    power_uw 735 \
    wl_um 9920 \
]
-- metal layers --
metal  vias to the layer above  wire (um)  global-route usage
li1                       1172          -                   -
met1                       986       3660               0.148
met5                         -          0                   0
met2                       124       5090               0.255
met3                         2       1140              0.0566
met4                         0         36             0.00423
-- timing repair --
item	4_1_cts	5_1_grt
cloned	0	3
resized	4	11
pin swaps	1	0
endpoints found under the setup margin	32	22
-- cell families (layout without fill, tap and decap cells) --
group | after synthesis | after routing | share of synthesized area
AND/OR/NAND/NOR | 2 | 2 | 0.00624
multiplexers | 96 | 96 | 0.599
buffers and inverters | 22 | 242 | 0.102
AND-OR/OR-AND | 64 | 64 | 0.293
-- report_power, final --
group	switching (mW)	leakage (nW)	total [mW]	internal, mW
Clock	0	0	0	0
Combinational	0.204	1.80	0.735	0.531
Sequential	0	0	0	0
-- layout by cell type, fill, tap and decap left out --
cell type,synthesis,layout
a22o_1,32,32
buf_4,6,5
buf_16,0,1
dlymetal6s2s_1,0,5
mux2i_1,96,96
buf_6,3,1
nor2_2,0,1
buf_2,7,1
clkdlybuf4s50_1,0,219
a21oi_2,8,11
clkbuf_16,0,3
nor2b_4,0,1
dlygate4sd2_1,0,1
a21oi_1,24,21
buf_12,1,6
-- worst paths after layout --
check / endpoint / slack (ns) / cells after the start
max: Data_out[2] / 0.07 / 6
min: Data_out[16] / 1.54 / 4
-- cell type report --
type / instances / area, um^2
fillers: 763 / 4170
multi-input cells: 162 / 1460
well taps: 105 / 131
repair buffers: 242 / 2540
No activity file was given, so power comes from the tool's default toggle rates.
